[flow/run.sh]
#!/bin/bash
# OpenROAD 26Q1-2900-gdf79404cd8, Yosys 0.63+post, stock flow scripts
make -C /OpenROAD-flow-scripts/flow DESIGN_CONFIG=/design/flow/config.mk WORK_HOME=/design/flow/orfs finish
[flow/config.mk]
export PLATFORM = sky130hd
export DESIGN_NAME = reg_interface_5
export DESIGN_NICKNAME = reg_interface_5
export VERILOG_FILES = /design/flow/design.v
export SDC_FILE = /design/flow/constraint.sdc
export NUM_CORES = 4
export LEC_CHECK = 1
export CORE_UTILIZATION = 30
[flow/constraint.sdc]
current_design reg_interface_5

set clk_period 7.2
set clk_io_pct 0.2

create_clock -name clk0 -period $clk_period [get_ports {clk}]

set non_clock_inputs [all_inputs -no_clocks]
set_input_delay [expr $clk_period * $clk_io_pct] -clock clk0 $non_clock_inputs
set_output_delay [expr $clk_period * $clk_io_pct] -clock clk0 [all_outputs]
[flow/design.v]
module reg_interface_5 (
    input clk,
    input rst,
    input [7:0] rx_data,
    input new_rx_data,
    output reg [7:0] tx_data,
    output reg new_tx_data,
    input tx_busy,
    output reg [65:0] regOut,
    input [32:0] regIn
  );
  localparam CLK_FREQ = 26'h2faf080;
  localparam IDLE_state = 3'd0;
  localparam GET_ADDR_state = 3'd1;
  localparam WRITE_state = 3'd2;
  localparam REQUEST_WRITE_state = 3'd3;
  localparam REQUEST_READ_state = 3'd4;
  localparam WAIT_READ_state = 3'd5;
  localparam READ_RESULT_state = 3'd6;
  reg [2:0] M_state_d, M_state_q = IDLE_state;
  reg [5:0] M_addr_ct_d, M_addr_ct_q = 1'h0;
  reg [1:0] M_byte_ct_d, M_byte_ct_q = 1'h0;
  reg M_inc_d, M_inc_q = 1'h0;
  reg M_wr_d, M_wr_q = 1'h0;
  reg [23:0] M_timeout_d, M_timeout_q = 1'h0;
  reg [31:0] M_addr_d, M_addr_q = 1'h0;
  reg [31:0] M_data_d, M_data_q = 1'h0;
  always @* begin
    M_state_d = M_state_q;
    M_data_d = M_data_q;
    M_byte_ct_d = M_byte_ct_q;
    M_addr_ct_d = M_addr_ct_q;
    M_wr_d = M_wr_q;
    M_addr_d = M_addr_q;
    M_timeout_d = M_timeout_q;
    M_inc_d = M_inc_q;
    regOut[0+0-:1] = 1'h0;
    regOut[1+0-:1] = 1'bx;
    regOut[2+31-:32] = M_addr_q;
    regOut[34+31-:32] = M_data_q;
    tx_data = 1'bx;
    new_tx_data = 1'h0;
    M_timeout_d = M_timeout_q + 1'h1;
    if (new_rx_data) begin
      M_timeout_d = 1'h0;
    end
    case (M_state_q)
      IDLE_state: begin
        M_timeout_d = 1'h0;
        M_byte_ct_d = 1'h0;
        if (new_rx_data) begin
          M_wr_d = rx_data[7+0-:1];
          M_inc_d = rx_data[6+0-:1];
          M_addr_ct_d = rx_data[0+5-:6];
          M_state_d = GET_ADDR_state;
        end
      end
      GET_ADDR_state: begin
        if (new_rx_data) begin
          M_addr_d = {rx_data, M_addr_q[8+23-:24]};
          M_byte_ct_d = M_byte_ct_q + 1'h1;
          if (M_byte_ct_q == 2'h3) begin
            if (M_wr_q) begin
              M_state_d = WRITE_state;
            end else begin
              M_state_d = REQUEST_READ_state;
            end
          end
        end
      end
      WRITE_state: begin
        if (new_rx_data) begin
          M_data_d = {rx_data, M_data_q[8+23-:24]};
          M_byte_ct_d = M_byte_ct_q + 1'h1;
          if (M_byte_ct_q == 2'h3) begin
            M_state_d = REQUEST_WRITE_state;
          end
        end
      end
      REQUEST_WRITE_state: begin
        regOut[0+0-:1] = 1'h1;
        regOut[1+0-:1] = 1'h1;
        M_addr_ct_d = M_addr_ct_q - 1'h1;
        if (M_addr_ct_q == 1'h0) begin
          M_state_d = IDLE_state;
        end else begin
          M_state_d = WRITE_state;
          if (M_inc_q) begin
            M_addr_d = M_addr_q + 1'h1;
          end
        end
      end
      REQUEST_READ_state: begin
        regOut[0+0-:1] = 1'h1;
        regOut[1+0-:1] = 1'h0;
        if (regIn[32+0-:1]) begin
          M_data_d = regIn[0+31-:32];
          M_state_d = READ_RESULT_state;
        end else begin
          M_state_d = WAIT_READ_state;
        end
      end
      WAIT_READ_state: begin
        if (regIn[32+0-:1]) begin
          M_data_d = regIn[0+31-:32];
          M_state_d = READ_RESULT_state;
        end
      end
      READ_RESULT_state: begin
        M_timeout_d = 1'h0;
        if (!tx_busy) begin
          tx_data = M_data_q[0+7-:8];
          M_data_d = M_data_q >> 4'h8;
          new_tx_data = 1'h1;
          M_byte_ct_d = M_byte_ct_q + 1'h1;
          if (M_byte_ct_q == 2'h3) begin
            M_addr_ct_d = M_addr_ct_q - 1'h1;
            if (M_addr_ct_q == 1'h0) begin
              M_state_d = IDLE_state;
            end else begin
              M_state_d = REQUEST_READ_state;
              if (M_inc_q) begin
                M_addr_d = M_addr_q + 1'h1;
              end
            end
          end
        end
      end
    endcase
    if ((&M_timeout_q)) begin
      M_state_d = IDLE_state;
    end
  end
  always @(posedge clk) begin
    M_addr_ct_q <= M_addr_ct_d;
    M_byte_ct_q <= M_byte_ct_d;
    M_inc_q <= M_inc_d;
    M_wr_q <= M_wr_d;
    M_timeout_q <= M_timeout_d;
    M_addr_q <= M_addr_d;
    M_data_q <= M_data_d;
    if (rst == 1'b1) begin
      M_state_q <= 1'h0;
    end else begin
      M_state_q <= M_state_d;
    end
  end
endmodule
==> flow_summary.toml <==
# generated from flow reports
[worst_setup_path]
cpMostUsedCell = "clkdlybuf4s50_1"
criticalPathCategory = "in -> out"
worstPathArrival_ns = 3.19
crit_slowest_cell = "nor2_1"
cp.buffers_inverters = 2
critPathMaxStageDelay_ns = 0.48
crit_chain = "clkdlybuf4s50_1, nand2b_1, nor2_1, and2_1, clkdlybuf4s50_1"
worst_setup_path_end_kind = "primary output"
critPathTopFamily = "simple AND/OR/NAND/NOR gates"
start_kind = "primary input"
r2r_setup_slack_ns = 4.64
worst-endpoint-required_ns = 5.76
path_max_fanout = 9

[routing]
post-route-drc-count = 0
drt_iter0_drc = 323
wl_per_cell_um = 15.1
first_pass_iters = 5
diodes = 0
ant_nets = 0
wl_mm = 12.9
vias = 4421
detail_route.vias_per_cell = 5.18

[floorplanning]
die_area_sq_um = 18200
pin_count = 120
die_y_um = 135
rows = 48
fp_util = 0.307
coreArea_sq_um = 17300
die_w_um = 135

[final_timing]
tightestPinTransition_ns = 0.763
fmax_mhz = 216
maxSlewViolCount = 0
setup_viol = 0
tns_ns = 0
rsz0062_at_grt = "false"
hold_viol_final = 0
period_minus_slack_ns = 4.63
slew_headroom = 0.490
finalCritPeriodShare = 0.643
clock_skew_ns = 0.00971

[clocking]
cts_buffers = 9
clock_latency_ns = 0.35
clockBufferDepth = 2
clk_root_buffer_cell = "clkbuf_16"
htree_num_levels = 3
cts_tree = "built"
hold_buffers = 0
clk_pin_slew_ns = 0.07
cts_resized = 0
cts.sinks = 101
post_cts.repair.setup_buffers = 0

[finish]
utilization = 0.406
flop_area_sq_um = 2760
drive_gt1_frac = 0.0890
syn2layout_area_growth_pct = 32.4
comb_area_sq_um = 2390
fillers = 1659

[global_routing]
grt_max_degree = 43
grt_usage = 0.149
grt_overflow = 0
grt_pass1_wl_mm = 20.9
antenna_found_initial = 0
grt_pass1_vias = 4132

[logic_synthesis]
synth-area-yosys_sq_um = 5310
post-synth-top-count-cell = "edfxtp_1"
top_cell_area_share = 0.419
synth-seq-cells = 101
synthArstFlopShare = 0
topCellsByArea = "edfxtp_1 (42%), dfxtp_1 (10%), mux2_2 (5.1%)"
netlist_area_sq_um = 5310
edf_count = 74
yosys.area.top_type = "edfxtp_1"
yosysWarnings = 1
top_cells_by_count = "edfxtp_1 (74), nand2_1 (44), nor2_1 (36), a21oi_1 (27), dfxtp_1 (27)"
yosys-stat-cells = 517
ys_types = 45
avgSynthCellArea_sq_um = 10.3
flop_cell = "edfxtp_1"
postSynthCellCount = 517
yosysSeqAreaShare = 0.520

[placement]
dpl.hpwl_mm = 9.00
io_buffer_count = 119
gp_congestion = 0.849

[power]
power_density_nw_per_um2 = 234
ir_worst_vdd_mv = 0.113
p_leak_nw = 2.30

[job]
log.warning_count = 25
maxCapViolCount = 0

[status]
status = "completed"

[min_path]
min_path_type = "reg -> reg"
final cells by class:
type	instances	area share
inverters	14	0.00747
flip-flops and latches	101	0.393
multi-input cells	374	0.340
clock inverters	7	0.0126
repair buffers	124	0.175
well taps	225	0.0400
clock buffers	9	0.0320
stage by stage:
stage	total power [mW]	cell area [sq um]	worst slack (ns)	hold WS, ns	std cells
after floorplan	0.969	5310	3.32	0.442	517
after global placement	1.14	6720	2.57	0.459	838
after detailed placement	1.15	6720	2.53	0.470	838
after CTS	1.66	7030	2.52	0.485	854
after global routing	1.73	7030	2.44	0.518	854
final	1.64	7030	2.57	0.484	854
metal layers:
| layer | GRT usage | vias to the layer above | routed length [um] |
|---|---|---|---|
| met4 | 0.0144 | 0 | 113 |
| met2 | 0.233 | 160 | 5900 |
| met5 | 0 | - | 0 |
| met3 | 0.0387 | 8 | 1030 |
| li1 | - | 2166 | - |
| met1 | 0.225 | 2087 | 5870 |
where the power goes:
part / switching [mW] / leakage [nW] / internal, mW / total, mW
combinational: 0.154 / 1.25 / 0.178 / 0.332
clock: 0.233 / 0.152 / 0.279 / 0.512
sequential: 0.0769 / 0.902 / 0.723 / 0.800
total: 0.464 / 2.30 / 1.18 / 1.64
logic make-up (layout without fill, tap and decap cells):
| family | after synthesis | in the layout | share of synthesized area |
|---|---|---|---|
| AOI/OAI and AO/OA | 111 | 111 | 0.131 |
| xor gates and xnor gates | 27 | 27 | 0.0445 |
| adders and majority gates | 4 | 4 | 0.00943 |
| buffers and inverters | 42 | 154 | 0.0311 |
| DFF | 101 | 101 | 0.520 |
| muxes | 24 | 24 | 0.0509 |
| and+or+nand+nor | 208 | 208 | 0.213 |
worst reg2reg max path, delay by kind of cell (launching register included):
family / cells / cell delay, ns
compound gates: 1 / 0.20
flops: 1 / 0.57
simple gates: 3 / 1.62
state kept, by name, summed over array words and instances (netlist names):
signal       flops
M_addr_ct_q      6
M_addr_q        32
M_wr_q           1
M_inc_q          1
M_state_q        3
M_data_q        32
M_byte_ct_q      2
M_timeout_q     24
worst paths after layout:
| check | from | end | cells past startpoint |
|---|---|---|---|
| setup / recovery | tx_busy | tx_data[7] | 5 |
| hold / removal | M_timeout_q[0] | M_timeout_q[0] | 1 |
| setup reg to reg | M_addr_q[14] | M_addr_q[21] | 4 |
| hold reg to reg | M_timeout_q[0] | M_timeout_q[0] | 1 |
placed cells by master, fill, tap and decap left out, types with 17 or more instances in the layout:
master,synthesis,layout
nor2_1,36,36
a31oi_1,17,17
a21oi_1,27,25
mux2_2,24,24
clkdlybuf4s50_1,0,119
o21ai_0,24,24
or4_1,20,20
dfxtp_1,27,27
edfxtp_1,74,74
nand3_1,22,22
o31ai_1,18,18
nand2_1,44,44
Power figures rest on the tool's default switching activity, not on a simulated workload.
