==> flow/design.v <==
module pn_gen_15 (
    input clk,
    input rst,
    input next,
    input [31:0] seed,
    output reg [31:0] num
  );
  localparam SEED = 128'h843233523a613966423b622562592c62;
  reg [31:0] M_x_d, M_x_q = 1'h0;
  reg [31:0] M_y_d, M_y_q = 1'h0;
  reg [31:0] M_z_d, M_z_q = 1'h0;
  reg [31:0] M_w_d, M_w_q = 1'h0;
  reg [31:0] t;
  always @* begin
    M_w_d = M_w_q;
    M_x_d = M_x_q;
    M_y_d = M_y_q;
    M_z_d = M_z_q;
    num = M_w_q;
    t = M_x_q ^ (M_x_q << 4'hb);
    if (next) begin
      M_x_d = M_y_q;
      M_y_d = M_z_q;
      M_z_d = M_w_q;
      M_w_d = M_w_q ^ (M_w_q >> 5'h13) ^ t ^ (t >> 4'h8);
    end
    if (rst) begin
      M_x_d = 32'h62592c62;
      M_y_d = 32'h423b6225;
      M_z_d = 32'h3a613966;
      M_w_d = 32'h84323352 ^ seed;
    end
  end
  always @(posedge clk) begin
    M_x_q <= M_x_d;
    M_y_q <= M_y_d;
    M_z_q <= M_z_d;
    M_w_q <= M_w_d;
  end
endmodule
==> flow/run.sh <==
#!/bin/bash
# OpenROAD 26Q1-2900-gdf79404cd8, Yosys 0.63+post, stock flow scripts
make -C /OpenROAD-flow-scripts/flow DESIGN_CONFIG=/design/flow/config.mk WORK_HOME=/design/flow/orfs finish
==> flow/config.mk <==
export PLATFORM = sky130hd
export DESIGN_NAME = pn_gen_15
export DESIGN_NICKNAME = pn_gen_15
export VERILOG_FILES = /design/flow/design.v
export SDC_FILE = /design/flow/constraint.sdc
export NUM_CORES = 4
export LEC_CHECK = 1
export CORE_UTILIZATION = 40
==> flow/constraint.sdc <==
current_design pn_gen_15

set clk_period 3.0
set clk_io_pct 0.2

create_clock -name clk0 -period $clk_period [get_ports {clk}]

set non_clock_inputs [all_inputs -no_clocks]
set_input_delay [expr $clk_period * $clk_io_pct] -clock clk0 $non_clock_inputs
set_output_delay [expr $clk_period * $clk_io_pct] -clock clk0 [all_outputs]
==> flow_summary.toml <==
# generated from flow reports
[synth]
ys.flops = 128
netlist.area_leader.share_pct = 33.9
postSynthAreaPerCell_um2 = 11.9
synth.most_common_cell = "dfxtp_1"
syn_area_um2 = 5660
postSynthCellCount = 477
ys_dominant_reg_cell = "dfxtp_1"
yosysUniqueCellTypes = 21
common_cells = "dfxtp_1 (96), mux2i_1 (65), nor2_1 (55)"
edf_count = 32
yosysSeqAreaShare_pct = 50.9
async_reset_ff_share_pct = 0
yosys_warnings = 1
yosys_cells = 477
ys_area_um2 = 5660
top_cells_by_area = "dfxtp_1 (34%), edfxtp_1 (17%), mux2i_1 (11%)"
yosysTopAreaCell = "dfxtp_1"

[global_routing]
grt_pass1_wl_um = 16300
first_global_vias = 3330
overflow = 0
grt_max_degree = 115
grt_usage_pct = 14.5
antenna_found_initial = 0

[clocking]
cts.repair.resized = 0
cts-root-buf = "clkbuf_16"
clockBufferDepth = 2
htreeDepth = 4
clock_latency_ps = 400
cts-hold-fix-buffers = 0
clock_sinks = 128
cts_buffers = 17
path_clk_slew_ps = 60
cts_setup_buffers = 0
cts_tree = "yes"

[sta]
period_needed_ps = 1970
worst_slew_pin_slew_ps = 530
fin_crit_sh_pct = 65.6
relSlewSlack_pct = 64.6
setup_viol = 0
tns_ps = 0
rsz0062_at_grt = "no"
max_freq_mhz = 508
slew_violations = 0
finClkSkew_ps = 6.72
final.setup.worst_slack_ps = 1030
hold_viol = 0

[setup_path]
cp_slowest_stage_delay_ps = 510
critPathRequiredTime_ps = 2400
crit_path_top_delay_cell = "clkdlybuf4s50_1"
criticalPathCategory = "flop to output port"
crit_start = "M_w_q[24]$_DFFE_PP_"
cp.buffers_inverters = 1
cp_max_fo = 4
crit_family = "buffers and inverters"
arrival_ps = 1370
rrSetupSlack_ps = 1610
worstReg2RegEnd = "M_w_q[12]$_DFFE_PP_"
endpoint_kind = "output port"
r2r_cells = 3
regToRegStartpoint = "M_w_q[12]$_DFFE_PP_"
cp-start-kind = "flop"
crit_chain = "clkdlybuf4s50_1"

[worst_hold_path]
min_from = "M_y_q[16]$_SDFFE_PP1P_"
holdPathStages = 1
hold-path-endpoint = "M_x_q[16]$_SDFFE_PP1P_"
hold_class = "flop to flop"

[detailed_routing]
diodes = 0
vias = 3475
wl_per_cell_um = 13.4
first_pass_iters = 4
first_iter_violations = 207
drt_wl_total_um = 9720
viasPerCell = 4.78
drc = 0
antenna_left = 0

[die]
fp.dieH_um = 121
die_x_um = 121
die_area_um2 = 14600
fp_util_pct = 40.9
pin_count = 67
coreArea_um2 = 13800
std_cell_rows = 43

[final_layout]
layout-drive-gt1-share_pct = 6.95
fillers = 1183
synthToLayoutAreaGrowth_pct = 24.5

[power]
power.density_nw_per_um2 = 729
leakagePower_nw = 2.95
ir_drop_v = 0.000377

[placed_design]
place.gp.congestion = 0.758
dp_hpwl_um = 5980
post-place-ws_ps = 919
port_buffers = 66

[run_status]
outcome = "completed"

[run]
drv_cap = 0
warnings = 27
## area by class of cell
type	count	area, um2	share of cell area (%)
well taps	180	225	3.20
repair buffers	70	723	10.3
multi-input cells	317	2630	37.3
flip-flops and latches	128	2880	40.9
clock inverters	3	15.0	0.213
clock buffers	29	576	8.17
## worst max-delay path by stage
| stage | cells past startpoint | slack, ps | endpoint |
|---|---|---|---|
| 4_1_cts | 1 | 990 | num[12] |
| 5_1_grt | 1 | 960 | num[29] |
| 6_report | 1 | 1030 | num[24] |
## kinds of logic after synthesis
family / synth area share, %
flops: 50.9
simple gates: 9.61
xor+xnor: 16.7
mux: 11.9
compound gates: 8.20
buf+inv: 2.72
## power breakdown
group	switching, mW	internal [mW]	total [mW]
sequential	0.175	2.01	2.19
combinational	0.303	0.670	0.973
clock	0.681	1.30	1.98
## stage by stage
step	util (%)	std cells	total power [mW]	instance area [um2]	hold slack (ps)
CTS	51.0	727	5.21	7050	452
finish	51.0	727	5.14	7050	451
global route	51.0	727	5.41	7050	468
detailed placement	46.7	695	3.21	6460	445
global placement	46.7	695	3.19	6460	436
floorplan	-	477	2.85	5660	431
## registers in the layout (all words and copies together) (netlist names)
signal  count
M_w_q      32
M_x_q      32
M_y_q      32
M_z_q      32
## layer usage
layer | vias up | routed length, um | GRT usage [%]
met3 | 4 | 421 | 3.26
li1 | 1764 | - | -
met2 | 64 | 4420 | 21.0
met4 | 0 | 75 | 1.85
met5 | - | 0 | 0
met1 | 1643 | 4800 | 24.0
## cell usage in the layout, fill, tap and decap left out
cell type        instances
dfxtp_1                 96
mux2i_1                 65
clkdlybuf4s50_1         64
nor2_1                  55
xnor2_1                 41
nor2b_1                 41
a211o_1                 41
edfxtp_1                32
clkbuf_16               21
nand2_1                 20
xnor3_1                 20
o21ai_0                 16
xor2_1                   7
clkbuf_1                 6
xor2_2                   3
clkinv_2                 3
buf_4                    3
buf_12                   3
o21a_1                   2
o21ai_1                  2
mux2_2                   2
clkbuf_8                 2
xor3_1                   1
or2_2                    1
Power and IR drop assume default switching activity.
