`config.mk`:
```
export PLATFORM = sky130hd
export DESIGN_NAME = avr_interface_4
export DESIGN_NICKNAME = avr_interface_4
export VERILOG_FILES = /design/flow/design.v
export SDC_FILE = /design/flow/constraint.sdc
export NUM_CORES = 4
export LEC_CHECK = 1
export CORE_UTILIZATION = 30
```
`constraint.sdc`:
```
current_design avr_interface_4

set clk_period 3.8
set clk_io_pct 0.2

create_clock -name clk0 -period $clk_period [get_ports {clk}]

set non_clock_inputs [all_inputs -no_clocks]
set_input_delay [expr $clk_period * $clk_io_pct] -clock clk0 $non_clock_inputs
set_output_delay [expr $clk_period * $clk_io_pct] -clock clk0 [all_outputs]
```
`design.v`:
```
module avr_interface_4 (
    input clk,
    input rst,
    input cclk,
    output reg spi_miso,
    input spi_mosi,
    input spi_sck,
    input spi_ss,
    output reg [3:0] spi_channel,
    output reg tx,
    input rx,
    input [3:0] channel,
    output reg new_sample,
    output reg [9:0] sample,
    output reg [3:0] sample_channel,
    input [7:0] tx_data,
    input new_tx_data,
    output reg tx_busy,
    input tx_block,
    output reg [7:0] rx_data,
    output reg new_rx_data
  );
  localparam CLK_FREQ = 26'h2faf080;
  localparam BAUD = 19'h7a120;
  reg n_rdy;
  wire [1-1:0] M_cclk_detector_ready;
  reg [1-1:0] M_cclk_detector_cclk;
  cclk_detector_10 cclk_detector (
    .clk(clk),
    .rst(rst),
    .cclk(M_cclk_detector_cclk),
    .ready(M_cclk_detector_ready)
  );
  wire [1-1:0] M_spi_slave_miso;
  wire [1-1:0] M_spi_slave_done;
  wire [8-1:0] M_spi_slave_data_out;
  reg [1-1:0] M_spi_slave_ss;
  reg [1-1:0] M_spi_slave_mosi;
  reg [1-1:0] M_spi_slave_sck;
  reg [8-1:0] M_spi_slave_data_in;
  spi_slave_11 spi_slave (
    .clk(clk),
    .rst(n_rdy),
    .ss(M_spi_slave_ss),
    .mosi(M_spi_slave_mosi),
    .sck(M_spi_slave_sck),
    .data_in(M_spi_slave_data_in),
    .miso(M_spi_slave_miso),
    .done(M_spi_slave_done),
    .data_out(M_spi_slave_data_out)
  );
  wire [8-1:0] M_uart_rx_data;
  wire [1-1:0] M_uart_rx_new_data;
  reg [1-1:0] M_uart_rx_rx;
  uart_rx_12 uart_rx (
    .clk(clk),
    .rst(n_rdy),
    .rx(M_uart_rx_rx),
    .data(M_uart_rx_data),
    .new_data(M_uart_rx_new_data)
  );
  wire [1-1:0] M_uart_tx_tx;
  wire [1-1:0] M_uart_tx_busy;
  reg [1-1:0] M_uart_tx_block;
  reg [8-1:0] M_uart_tx_data;
  reg [1-1:0] M_uart_tx_new_data;
  uart_tx_13 uart_tx (
    .clk(clk),
    .rst(n_rdy),
    .block(M_uart_tx_block),
    .data(M_uart_tx_data),
    .new_data(M_uart_tx_new_data),
    .tx(M_uart_tx_tx),
    .busy(M_uart_tx_busy)
  );
  reg M_newSampleReg_d, M_newSampleReg_q = 1'h0;
  reg [9:0] M_sampleReg_d, M_sampleReg_q = 1'h0;
  reg [3:0] M_sampleChannelReg_d, M_sampleChannelReg_q = 1'h0;
  reg [1:0] M_byteCt_d, M_byteCt_q = 1'h0;
  reg [3:0] M_block_d, M_block_q = 1'h0;
  reg M_busy_d, M_busy_q = 1'h0;
  always @* begin
    M_byteCt_d = M_byteCt_q;
    M_newSampleReg_d = M_newSampleReg_q;
    M_busy_d = M_busy_q;
    M_sampleChannelReg_d = M_sampleChannelReg_q;
    M_block_d = M_block_q;
    M_sampleReg_d = M_sampleReg_q;
    n_rdy = ~M_cclk_detector_ready;
    M_cclk_detector_cclk = cclk;
    M_spi_slave_sck = spi_sck;
    M_spi_slave_mosi = spi_mosi;
    M_spi_slave_data_in = 8'hff;
    M_spi_slave_ss = spi_ss;
    M_uart_rx_rx = rx;
    M_uart_tx_data = tx_data;
    M_uart_tx_new_data = new_tx_data;
    M_uart_tx_block = M_busy_q;
    M_block_d = {M_block_q[0+2-:3], tx_block};
    new_sample = M_newSampleReg_q;
    sample = M_sampleReg_q;
    sample_channel = M_sampleChannelReg_q;
    tx_busy = M_uart_tx_busy;
    rx_data = M_uart_rx_data;
    new_rx_data = M_uart_rx_new_data;
    spi_channel = M_cclk_detector_ready ? channel : 4'bzzzz;
    spi_miso = M_cclk_detector_ready && !spi_ss ? M_spi_slave_miso : 1'bz;
    tx = M_cclk_detector_ready ? M_uart_tx_tx : 1'bz;
    M_newSampleReg_d = 1'h0;
    if (M_block_q[3+0-:1] ^ M_block_q[2+0-:1]) begin
      M_busy_d = 1'h0;
    end
    if (!M_uart_tx_busy && new_tx_data) begin
      M_busy_d = 1'h1;
    end
    if (spi_ss) begin
      M_byteCt_d = 1'h0;
    end
    if (M_spi_slave_done) begin
      if (M_byteCt_q == 1'h0) begin
        M_sampleReg_d[0+7-:8] = M_spi_slave_data_out;
        M_byteCt_d = 1'h1;
      end else begin
        if (M_byteCt_q == 1'h1) begin
          M_sampleReg_d[8+1-:2] = M_spi_slave_data_out[0+1-:2];
          M_sampleChannelReg_d = M_spi_slave_data_out[4+3-:4];
          M_byteCt_d = 2'h2;
          M_newSampleReg_d = 1'h1;
        end
      end
    end
  end
  always @(posedge clk) begin
    M_block_q <= M_block_d;
    M_busy_q <= M_busy_d;
    if (n_rdy == 1'b1) begin
      M_newSampleReg_q <= 1'h0;
      M_sampleReg_q <= 1'h0;
      M_sampleChannelReg_q <= 1'h0;
      M_byteCt_q <= 1'h0;
    end else begin
      M_newSampleReg_q <= M_newSampleReg_d;
      M_sampleReg_q <= M_sampleReg_d;
      M_sampleChannelReg_q <= M_sampleChannelReg_d;
      M_byteCt_q <= M_byteCt_d;
    end
  end
endmodule
module cclk_detector_10 (
    input clk,
    input rst,
    input cclk,
    output reg ready
  );
  localparam CLK_FREQ = 26'h2faf080;
  localparam CTR_SIZE = 4'he;
  reg [13:0] M_ctr_d, M_ctr_q = 1'h0;
  always @* begin
    M_ctr_d = M_ctr_q;
    ready = (&M_ctr_q);
    if (cclk == 1'h0) begin
      M_ctr_d = 1'h0;
    end else begin
      if (!(&M_ctr_q)) begin
        M_ctr_d = M_ctr_q + 1'h1;
      end
    end
  end
  always @(posedge clk) begin
    if (rst == 1'b1) begin
      M_ctr_q <= 1'h0;
    end else begin
      M_ctr_q <= M_ctr_d;
    end
  end
endmodule
module spi_slave_11 (
    input clk,
    input rst,
    input ss,
    input mosi,
    output reg miso,
    input sck,
    output reg done,
    input [7:0] data_in,
    output reg [7:0] data_out
  );
  localparam CPOL = 1'h0;
  localparam CPHA = 1'h0;
  reg [2:0] M_bit_ct_d, M_bit_ct_q = 1'h0;
  reg [7:0] M_data_d, M_data_q = 1'h0;
  reg M_mosi_reg_d, M_mosi_reg_q = 1'h0;
  reg M_miso_reg_d, M_miso_reg_q = 1'h0;
  reg [1:0] M_sck_reg_d, M_sck_reg_q = 1'h0;
  reg M_ss_reg_d, M_ss_reg_q = 1'h0;
  reg [7:0] M_data_out_reg_d, M_data_out_reg_q = 1'h0;
  reg M_done_reg_d, M_done_reg_q = 1'h0;
  always @* begin
    M_data_d = M_data_q;
    M_data_out_reg_d = M_data_out_reg_q;
    M_mosi_reg_d = M_mosi_reg_q;
    M_miso_reg_d = M_miso_reg_q;
    M_ss_reg_d = M_ss_reg_q;
    M_bit_ct_d = M_bit_ct_q;
    M_sck_reg_d = M_sck_reg_q;
    M_done_reg_d = M_done_reg_q;
    miso = M_miso_reg_q;
    done = M_done_reg_q;
    data_out = M_data_out_reg_q;
    M_ss_reg_d = ss;
    M_mosi_reg_d = mosi;
    M_sck_reg_d = {M_sck_reg_q[0+0-:1], sck};
    M_done_reg_d = 1'h0;
    if (M_ss_reg_q) begin
      M_bit_ct_d = 3'h7;
      M_data_d = data_in;
      M_miso_reg_d = data_in[7+0-:1];
    end else begin
      if (M_sck_reg_q == 2'h1) begin
        M_data_out_reg_d[(M_bit_ct_q)*1+0-:1] = M_mosi_reg_q;
        M_bit_ct_d = M_bit_ct_q - 1'h1;
        if (M_bit_ct_q == 1'h0) begin
          M_done_reg_d = 1'h1;
          M_data_d = data_in;
        end
      end else begin
        if (M_sck_reg_q == 2'h2) begin
          M_miso_reg_d = M_data_q[(M_bit_ct_q)*1+0-:1];
        end
      end
    end
  end
  always @(posedge clk) begin
    M_mosi_reg_q <= M_mosi_reg_d;
    M_miso_reg_q <= M_miso_reg_d;
    M_sck_reg_q <= M_sck_reg_d;
    M_ss_reg_q <= M_ss_reg_d;
    M_data_out_reg_q <= M_data_out_reg_d;
    M_done_reg_q <= M_done_reg_d;
    if (rst == 1'b1) begin
      M_bit_ct_q <= 1'h0;
      M_data_q <= 1'h0;
    end else begin
      M_bit_ct_q <= M_bit_ct_d;
      M_data_q <= M_data_d;
    end
  end
endmodule
module uart_rx_12 (
    input clk,
    input rst,
    input rx,
    output reg [7:0] data,
    output reg new_data
  );
  localparam CLK_FREQ = 26'h2faf080;
  localparam BAUD = 19'h7a120;
  localparam CLK_PER_BIT = 28'h0000064;
  localparam CTR_SIZE = 3'h7;
  localparam IDLE_state = 2'd0;
  localparam WAIT_HALF_state = 2'd1;
  localparam WAIT_FULL_state = 2'd2;
  localparam WAIT_HIGH_state = 2'd3;
  reg [1:0] M_state_d, M_state_q = IDLE_state;
  reg [6:0] M_ctr_d, M_ctr_q = 1'h0;
  reg [2:0] M_bitCtr_d, M_bitCtr_q = 1'h0;
  reg [7:0] M_savedData_d, M_savedData_q = 1'h0;
  reg M_newData_d, M_newData_q = 1'h0;
  reg M_rxd_d, M_rxd_q = 1'h0;
  always @* begin
    M_state_d = M_state_q;
    M_ctr_d = M_ctr_q;
    M_savedData_d = M_savedData_q;
    M_bitCtr_d = M_bitCtr_q;
    M_newData_d = M_newData_q;
    M_rxd_d = M_rxd_q;
    M_rxd_d = rx;
    M_newData_d = 1'h0;
    data = M_savedData_q;
    new_data = M_newData_q;
    case (M_state_q)
      IDLE_state: begin
        M_bitCtr_d = 1'h0;
        M_ctr_d = 1'h0;
        if (M_rxd_q == 1'h0) begin
          M_state_d = WAIT_HALF_state;
        end
      end
      WAIT_HALF_state: begin
        M_ctr_d = M_ctr_q + 1'h1;
        if (M_ctr_q == 28'h0000032) begin
          M_ctr_d = 1'h0;
          M_state_d = WAIT_FULL_state;
        end
      end
      WAIT_FULL_state: begin
        M_ctr_d = M_ctr_q + 1'h1;
        if (M_ctr_q == 29'h00000063) begin
          M_savedData_d = {M_rxd_q, M_savedData_q[1+6-:7]};
          M_bitCtr_d = M_bitCtr_q + 1'h1;
          M_ctr_d = 1'h0;
          if (M_bitCtr_q == 3'h7) begin
            M_state_d = WAIT_HIGH_state;
            M_newData_d = 1'h1;
          end
        end
      end
      WAIT_HIGH_state: begin
        if (M_rxd_q == 1'h1) begin
          M_state_d = IDLE_state;
        end
      end
      default: begin
        M_state_d = IDLE_state;
      end
    endcase
  end
  always @(posedge clk) begin
    M_ctr_q <= M_ctr_d;
    M_bitCtr_q <= M_bitCtr_d;
    M_savedData_q <= M_savedData_d;
    M_newData_q <= M_newData_d;
    M_rxd_q <= M_rxd_d;
    if (rst == 1'b1) begin
      M_state_q <= 1'h0;
    end else begin
      M_state_q <= M_state_d;
    end
  end
endmodule
module uart_tx_13 (
    input clk,
    input rst,
    output reg tx,
    input block,
    output reg busy,
    input [7:0] data,
    input new_data
  );
  localparam CLK_FREQ = 26'h2faf080;
  localparam BAUD = 19'h7a120;
  localparam CLK_PER_BIT = 28'h0000064;
  localparam CTR_SIZE = 3'h7;
  localparam IDLE_state = 2'd0;
  localparam START_BIT_state = 2'd1;
  localparam DATA_state = 2'd2;
  localparam STOP_BIT_state = 2'd3;
  reg [1:0] M_state_d, M_state_q = IDLE_state;
  reg [6:0] M_ctr_d, M_ctr_q = 1'h0;
  reg [2:0] M_bitCtr_d, M_bitCtr_q = 1'h0;
  reg [7:0] M_savedData_d, M_savedData_q = 1'h0;
  reg M_txReg_d, M_txReg_q = 1'h0;
  reg M_blockFlag_d, M_blockFlag_q = 1'h0;
  always @* begin
    M_state_d = M_state_q;
    M_ctr_d = M_ctr_q;
    M_blockFlag_d = M_blockFlag_q;
    M_txReg_d = M_txReg_q;
    M_savedData_d = M_savedData_q;
    M_bitCtr_d = M_bitCtr_q;
    tx = M_txReg_q;
    busy = 1'h1;
    M_blockFlag_d = block;
    case (M_state_q)
      IDLE_state: begin
        M_txReg_d = 1'h1;
        if (!M_blockFlag_q) begin
          busy = 1'h0;
          M_bitCtr_d = 1'h0;
          M_ctr_d = 1'h0;
          if (new_data) begin
            M_savedData_d = data;
            M_state_d = START_BIT_state;
          end
        end
      end
      START_BIT_state: begin
        M_ctr_d = M_ctr_q + 1'h1;
        M_txReg_d = 1'h0;
        if (M_ctr_q == 29'h00000063) begin
          M_ctr_d = 1'h0;
          M_state_d = DATA_state;
        end
      end
      DATA_state: begin
        M_txReg_d = M_savedData_q[(M_bitCtr_q)*1+0-:1];
        M_ctr_d = M_ctr_q + 1'h1;
        if (M_ctr_q == 29'h00000063) begin
          M_ctr_d = 1'h0;
          M_bitCtr_d = M_bitCtr_q + 1'h1;
          if (M_bitCtr_q == 3'h7) begin
            M_state_d = STOP_BIT_state;
          end
        end
      end
      STOP_BIT_state: begin
        M_txReg_d = 1'h1;
        M_ctr_d = M_ctr_q + 1'h1;
        if (M_ctr_q == 29'h00000063) begin
          M_state_d = IDLE_state;
        end
      end
      default: begin
        M_state_d = IDLE_state;
      end
    endcase
  end
  always @(posedge clk) begin
    M_ctr_q <= M_ctr_d;
    M_bitCtr_q <= M_bitCtr_d;
    M_savedData_q <= M_savedData_d;
    M_txReg_q <= M_txReg_d;
    M_blockFlag_q <= M_blockFlag_d;
    if (rst == 1'b1) begin
      M_state_q <= 1'h0;
    end else begin
      M_state_q <= M_state_d;
    end
  end
endmodule
```
`run.sh`:
```
#!/bin/bash
# OpenROAD 26Q1-2900-gdf79404cd8, Yosys 0.63+post, stock flow scripts
make -C /OpenROAD-flow-scripts/flow DESIGN_CONFIG=/design/flow/config.mk WORK_HOME=/design/flow/orfs finish
```
==> flow_metrics.tcl <==
# collected from the flow reports
set metrics [dict create \
    netlist.top_cell.by_area "edfxtp_1" \
    critPathTopFamily "adder cells" \
    powerDensity_nw_per_um2 448 \
    ys_seq_share_pct 54.9 \
    slew_headroom_pct 53.3 \
    cts.sinks 98 \
    post_drt_wl_per_cell_um 11.9 \
    grt_pass1_wl_mm 12.6 \
    hold_viol 0 \
    antenna_found_initial 0 \
    crit_path_end "spi_slave.M_data_out_reg_q[4]" \
    h-tree-depth 3 \
    yosysChipArea_um2 4380 \
    min_path_cells 0 \
    track_usage_pct 10.9 \
    fin_util_pct 38.0 \
    worstSkewPairLatency_ns 0.34 \
    use_met2_pct 16.5 \
    power.total_mw 2.39 \
    grt_max_degree 29 \
    netSwitchingPower_mw 0.469 \
    hpwl_mm 5.25 \
    num_io_pins 52 \
    r2r_slack_ns 0.71 \
    cp-start-kind "register" \
    coreArea_um2 14000 \
    synth_async_sr_flop_share_pct 0 \
    critPathKind "reg2reg" \
    cts-root-buf "clkbuf_16" \
    syn_area_per_cell_um2 10.9 \
    syn_area_um2 4380 \
    area.growth.synth_to_final_pct 21.9 \
    worstMarginPinSlew_ns 0.699 \
    via_per_inst 4.53 \
    finalClockPeriodUsage_pct 81.3 \
    path_max_fanout 10 \
    path_cells "inv_1 -> ha_1 -> nor3_1 -> ha_1 -> xnor2_1 -> o31ai_4 -> or3b_1 -> mux2_4" \
    worst_ep_arrival_time_ns 3.19 \
    gr-total-overflow 0 \
    post_cts_resized 0 \
    path_clk_slew_ns 0.06 \
    die_w_um 123 \
    cts_hold_buffers 0 \
    cts_buffers 9 \
    layout_min_cycle_time_ns 3.09 \
    syn_inst 400 \
    slew_viol_final 0 \
    finClkSkew_ns 0.00479 \
    startpoint "spi_slave.M_bit_ct_q[0]" \
    power_frac_comb_pct 5.4 \
    p_seq_share_pct 48.7 \
    yosysWarningCount 8 \
    dieArea_um2 15100 \
    warnings 38 \
    maxCapViolations 0 \
    path_buffers 1 \
    timing.rr.end "spi_slave.M_data_out_reg_q[4]" \
    met3_usage_pct 2.89 \
    setup_violations 0 \
    postCtsSetupRepairBufs 0 \
    crit_cells 8 \
    end_kind "register" \
    r2r.worst_path.cells 8 \
    numSynthFlops 98 \
    ys_cells 400 \
    drc_errors 0 \
    edf_count 44 \
    synth_cell_type_count 50 \
    intPower_mw 1.92 \
    drive_above_1_share_pct 5.82 \
    crit_slowest_cell "dfxtp_1" \
    rsz0062_at_grt "false" \
    crit_top_cell "ha_1" \
    ir_drop_uv 211 \
    p_leak_nw 2.00 \
    ant_nets 0 \
    swShare_pct 19.6 \
    busiest_layer "met2" \
    hold_class "reg2reg" \
    finalSetupTns_ns 0 \
    rr_startpoint "spi_slave.M_bit_ct_q[0]" \
    required_ns 3.90 \
    power_frac_clock_pct 45.9 \
    cpPeakStageDelay_ns 0.56 \
    rows 43 \
    drt-total-wl_mm 7.48 \
    floorplan.core_util_pct 31.2 \
    die_y_um 123 \
    cts_tree "built" \
    io_buffer_count 43 \
    diodes 0 \
    yosys-top-cells-area "edfxtp_1 30%, dfxtp_1 25%, ha_1 6.9%" \
    use_met1_pct 16.4 \
    ys.flop_type "dfxtp_1" \
    yosys.area.top_type_share_pct 30.2 \
    place.gp.congestion 0.815 \
    drt_iter0_drc 118 \
    max_clock_freq_mhz 324 \
    hold_slack_ns 0.331 \
    cts_buffer_depth 2 \
    vias 2843 \
    status "complete, no violations" \
    first_pass_iters 4 \
    grt_pass1_vias 2678 \
]
layout make-up:
class	instances	area [um2]
sequential	98	2400
multi-input combinational	273	1840
clock buffer	10	229
timing repair buffer	45	445
inverter	15	56.3
clock inverter	6	138
tap	180	225
fill	1291	8700
cell usage after synthesis, types with 6 or more instances:
| master | count |
|---|---|
| and2_1 | 6 |
| nand3_1 | 10 |
| edfxtp_1 | 44 |
| dfxtp_1 | 54 |
| nor2_1 | 66 |
| nor2b_1 | 6 |
| xnor2_1 | 11 |
| and3_1 | 8 |
| nand2b_1 | 13 |
| o21ai_0 | 11 |
| nor3_1 | 8 |
| inv_1 | 15 |
| mux2i_1 | 21 |
| a21oi_1 | 10 |
| nand2_1 | 21 |
| ha_1 | 24 |
| xor2_1 | 13 |
power by group through the flow:
stage	Combinational (mW)	Sequential [mW]	Clock (mW)
4_1_cts	0.130	1.17	1.14
5_1_grt	0.143	1.17	1.18
6_report	0.128	1.17	1.10
per-layer routing:
layer  routed length, um  part of all wire (%)  up-vias
met5                   0                     0        -
met4                  90                   1.2        0
met3                 343                   4.6       11
met2                3300                    44       46
met1                3750                    50     1315
li1                    -                     -     1471
worst min-delay path by stage:
| stage | start | end | slack, ns |
|---|---|---|---|
| 5_1_grt | M_block_q[1] | M_block_q[2] | 0.34 |
| 4_1_cts | M_block_q[1] | M_block_q[2] | 0.33 |
| 6_report | M_block_q[1] | M_block_q[2] | 0.33 |
worst register-to-register path: cells and delay by family, from the launching register on:
family	cells	cell delay, ns
mux	1	0.30
xor+xnor	1	0.21
simple gates	2	0.60
flops	1	0.56
compound gates	1	0.28
fa+ha+maj	2	0.73
buf+inv	1	0.17
logic make-up after synthesis:
group           share of synthesized area (%)
buf+inv                                  3.06
simple gates                             17.9
xor+xnor                                 4.80
mux                                      6.17
compound gates                           6.31
flops                                    54.9
fa+ha+maj                                6.86
stage by stage:
stage,worst slack [ns],instance area [um2],std cells
2_1_floorplan,1.01,4380,400
3_3_place_gp,0.779,4970,611
3_5_place_dp,0.725,4970,611
4_1_cts,0.716,5340,627
5_1_grt,0.593,5340,627
6_report,0.711,5340,627
sequential cells by signal, indices dropped and copies added, names as in the netlist, 4 cells and up:
| name | flops |
|---|---|
| spi_slave.M_data_out_reg_q | 8 |
| uart_tx.M_savedData_q | 8 |
| cclk_detector.M_ctr_q | 14 |
| M_sampleChannelReg_q | 4 |
| uart_rx.M_ctr_q | 7 |
| uart_tx.M_ctr_q | 7 |
| M_sampleReg_q | 10 |
| M_block_q | 4 |
| uart_rx.M_savedData_q | 8 |
cell usage in the layout (no fill, tap or decap), drive strengths merged, types with 10 or more instances in the layout:
master / count
xnor2: 11
nand2: 21
nand2b: 13
a21oi: 10
edfxtp: 44
ha: 24
nor2: 67
inv: 16
clkbuf: 10
clkdlybuf4s50: 43
xor2: 13
nand3: 10
mux2i: 21
o21ai: 12
dfxtp: 54
Power and IR drop assume default switching activity.
